$ cat /design/flow/constraint.sdc
current_design instruction_memory

set clk_period 4.1
set clk_io_pct 0.2

create_clock -name clk0 -period $clk_period

set non_clock_inputs [all_inputs -no_clocks]
set_input_delay [expr $clk_period * $clk_io_pct] -clock clk0 $non_clock_inputs
set_output_delay [expr $clk_period * $clk_io_pct] -clock clk0 [all_outputs]
$ cat /design/flow/design.v
module instruction_memory(out, read);
input [9:0] read;
output [31:0] out;
reg [7:0] arr [0:1023];
integer i;
initial 
begin
	for(i = 0; i < 1024; i = i + 1)
	begin
		arr[i] = 0;
	end
	arr[0] = 8'b001000_00;
	arr[1] = 8'b001_00001;
	arr[2] = 8'b0000_0000;
	arr[3] = 8'b0000_0001;
	arr[4] = 8'b000000_11;
	arr[5] = 8'b111_11111;
	arr[6] = 8'b11110_000;
	arr[7] = 8'b00_100000;
	arr[8] = 8'b000000_11;
	arr[9] = 8'b111_11111;
	arr[10] = 8'b11110_000;
	arr[11] = 8'b00_100000;
	arr[12] = 8'b000100_00;
	arr[13] = 8'b001_00010;
	arr[14] = 8'b1111_1111;
	arr[15] = 8'b1111_1100;
	arr[16] = 8'b000000_11;
	arr[17] = 8'b111_11111;
	arr[18] = 8'b11110_000;
	arr[19] = 8'b00_100000;
	arr[20] = 8'b000000_11;
	arr[21] = 8'b111_11111;
	arr[22] = 8'b11110_000;
	arr[23] = 8'b00_100000;
	arr[24] = 8'b000000_11;
	arr[25] = 8'b111_11111;
	arr[26] = 8'b11110_000;
	arr[27] = 8'b00_100000;
	arr[28] = 8'b000000_11;
	arr[29] = 8'b111_11111;
	arr[30] = 8'b11110_000;
	arr[31] = 8'b00_100000;
	arr[32] = 8'b000000_00;
	arr[33] = 8'b011_00100;
	arr[34] = 8'b00101_000;
	arr[35] = 8'b00_100000;
end
assign out = {arr[read], arr[read + 1], arr[read + 2], arr[read + 3]};
endmodule
$ cat /design/flow/run.sh
#!/bin/bash
# OpenROAD 26Q1-2900-gdf79404cd8, Yosys 0.63+post, stock flow scripts
make -C /OpenROAD-flow-scripts/flow DESIGN_CONFIG=/design/flow/config.mk WORK_HOME=/design/flow/orfs finish
$ cat /design/flow/config.mk
export PLATFORM = sky130hd
export DESIGN_NAME = instruction_memory
export DESIGN_NICKNAME = instruction_memory
export VERILOG_FILES = /design/flow/design.v
export SDC_FILE = /design/flow/constraint.sdc
export NUM_CORES = 4
export LEC_CHECK = 1
export CORE_AREA = 10 10 113 113
export DIE_AREA = 0 0 123 123
export SYNTH_MEMORY_MAX_BITS = 65536
==> impl_metrics.toml <==
# flow metrics
[synth]
yosysSeqAreaShare_pct = 0
common_cells = "24 x nand2_1, 23 x nor2_1, 20 x o21ai_0"
synth.most_common_cell = "nand2_1"
topCellsByArea = "ha_1 9.2%, o21ai_0 5.3%, xnor2_1 5.1%"
synth.largest_area_cell = "ha_1"
synthCells = 287
synth_top_area_share_pct = 9.24
synthesis.area_um2 = 1900
synth_stat.cells = 287
yosys_warnings = 1
ys_chip_area_um2 = 1900
syn_area_per_cell_um2 = 6.60
synth_cell_type_count = 62

[worst_setup_path]
critPathLaunchType = "input pin"
cp.required_ns = 3.28
criticalPathCategory = "input pin to output port"
cp-end-kind = "output port"
crit_fanout = 3
crit_arrival_ns = 3.13

[cells_and_area]
area_growth_pct = 59.9
register_area_um2 = 0
n_clock_buffer = 0
stdcell_area_um2 = 3030
num-fill-cells = 1096
drive_gt1_share_pct = 29.4
ff_count = 0

[route]
drtPass1Iterations = 4
via_per_inst = 4.79
wire_per_inst_um = 14.4
drtIter0Drc = 150
final_antenna_net_count = 0
antenna_cells = 0
wl_um = 7560
vias = 2508
drc = 0

[floorplan]
fp-row-count = 37
die_x_um = 123
die-area_um2 = 15100
core_area_um2 = 10300
io_pins = 42
dieHeight_um = 123
fp_util_pct = 18.4

[placed_design]
post-dp-hpwl_um = 6110
dp_slack_ns = -0.252
gp_congestion = 0.914
port_buffers = 42
postPlaceCellArea_um2 = 2970

[pwr]
cellLeakagePower_uw = 0.00119
ir_drop_mv = 0.0296
power_uw = 305
power.density_nw_per_um2 = 101

[grt]
grt_antenna_before_repair = 0
top_usage_layer = "met2"
use_met1_pct = 12.8
grt_pass1_vias = 2386
grt_max_degree = 30
track_usage_pct = 9.34
grt_pass1_wl_um = 11900
gr-usage-met2_pct = 16.2
overflow = 0
use_met3_pct = 1.02

[final_timing]
setup_ws_ns = 0.150
fmax_mhz = 253
worst_pin_slew_ns = 0.486
rsz0062_at_grt = "false"
final_max_slew_viol_count = 0
period_used_pct = 96.4
fin_crit_ns = 3.95
report.final.hold_viol_count = 0
slew_headroom_pct = 67.6
setup_viol = 0

[clocking]
post_cts_buffers = 0
hold_buffers = 0

[outcome]
status = "finished, final reports clean"

[hold_path]
hold_class = "input pin to output port"

[flow_run]
maxCapViolations = 0
openroad.warnings = 42
## worst max-delay path, cell delays in order
cell and delay [ns]:
dlygate4sd2_1 0.29, inv_1 0.10, ha_2 0.22, inv_1 0.06, ha_1 0.32, inv_1 0.08
buf_4 0.15, nor4_4 0.31, nand2_1 0.12, a21oi_1 0.16, clkdlybuf4s50_1 0.49
## path summary, 6_finish.rpt
| path | start | endpoint | slack, ns | cells after the start |
|---|---|---|---|---|
| min | read[1] | out[25] | 2.49 | 4 |
| max | read[0] | out[6] | 0.15 | 11 |
## kinds of logic (layout without fill, tap and decap cells)
kind of cell	Yosys count	count (layout)	synth area share, %
simple gates	127	127	36.4
compound gates	93	93	34.3
buf+inv	31	132	8.78
xor+xnor	17	17	8.65
fa+ha+maj	14	14	9.24
mux	5	5	2.64
## metrics by stage
step / utilization (%) / hold slack, ns / std cells / TNS (ns)
floorplan: - / 1.87 / 287 / 0
global route: 29.4 / 2.52 / 524 / 0
detailed placement: 28.7 / 2.89 / 523 / -3.92
global placement: 28.7 / 2.90 / 523 / -3.47
CTS: 29.0 / 2.69 / 523 / 0
finish: 29.4 / 2.49 / 524 / 0
## where the power goes
| part | internal [uW] | switching (uW) | leakage [uW] | total [uW] |
|---|---|---|---|---|
| registers | 0 | 0 | 0 | 0 |
| logic | 147 | 158 | 0.00119 | 305 |
| clock network | 0 | 0 | 0 | 0 |
| total | 147 | 158 | 0.00119 | 305 |
## final cells by class
cell class / count / area, um^2 / area share (%)
Multi-Input combinational cell: 256 / 1780 / 58.6
Timing Repair Buffer: 123 / 1050 / 34.7
Tap cell: 136 / 170 / 5.61
Inverter: 9 / 33.8 / 1.11
## metal layers
metal | vias up | share of wire, % | wire length (um)
met5 | - | 0 | 0
met3 | 2 | 5.3 | 399
met2 | 47 | 46 | 3480
li1 | 1293 | - | -
met1 | 1166 | 48 | 3650
met4 | 0 | 0.36 | 27
## placed cells by master, fill, tap and decap left out, types with 5 or more instances in the layout
cell              n
a31oi_1          12
buf_4            79
a21oi_1          18
ha_1              8
ha_2              6
mux2i_1           5
nor2_1           23
nor3_1           13
clkdlybuf4s50_1  37
and2_1            8
xnor2_1           9
inv_1             6
o21ai_0          19
nand3_1          15
nand4_1           8
nand2_1          24
nand2b_1          5
## timing repair
item                                    in CTS  in global routing
endpoints found under the setup margin      26                 15
resized                                     10                 12
pin swaps                                    3                  3
cloned                                       0                  1
Power and IR drop assume default switching activity.
