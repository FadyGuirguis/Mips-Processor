$ cat design.v
module IDEX(RegDstOut, JumpOut, BranchOut, MemReadOut, MemtoRegOut, ALUOpOut, MemWriteOut, ALUSrcOut, RegWriteOut,
addressOut,
data1Out, data2Out,
sign32Out, sign10Out,
writeReg1Out, writeReg2Out,
RegDstIn, JumpIn, BranchIn, MemReadIn, MemtoRegIn, ALUOpIn, MemWriteIn, ALUSrcIn, RegWriteIn,
addressIn,
data1In, data2In,
sign32In, sign10In,
writeReg1In, writeReg2In,
clk);
output reg RegDstOut, JumpOut, BranchOut, MemReadOut, MemtoRegOut, MemWriteOut, ALUSrcOut, RegWriteOut;
output reg [1:0] ALUOpOut;
output reg [9:0] addressOut, sign10Out;
output reg [31:0] data1Out, data2Out;
output reg [31:0] sign32Out;
output reg [4:0] writeReg1Out, writeReg2Out;
input RegDstIn, JumpIn, BranchIn, MemReadIn, MemtoRegIn, MemWriteIn, ALUSrcIn, RegWriteIn, clk;
input [1:0] ALUOpIn;
input [9:0] addressIn, sign10In;
input [31:0] data1In, data2In;
input [31:0] sign32In;
input [4:0] writeReg1In, writeReg2In;
always @ (posedge clk)
begin
	RegDstOut <= RegDstIn;
	JumpOut <= RegDstIn;
	BranchOut <= BranchIn;
	MemReadOut <= MemReadIn;
	MemtoRegOut <= MemtoRegIn;
	MemWriteOut <= MemWriteIn;
	ALUSrcOut <= ALUSrcIn;
	RegWriteOut <= RegWriteIn;
	ALUOpOut <= ALUOpIn;
	addressOut <= addressIn;
	sign10Out <= sign10In;
	data1Out <= data1In;
	data2Out <= data2In;
	sign32Out <= sign32In;
	writeReg1Out <= writeReg1In;
	writeReg2Out <= writeReg2In;
end
endmodule
$ cat run.sh
#!/bin/bash
# OpenROAD 26Q1-2900-gdf79404cd8, Yosys 0.63+post, stock flow scripts
make -C /OpenROAD-flow-scripts/flow DESIGN_CONFIG=/design/flow/config.mk WORK_HOME=/design/flow/orfs finish
$ cat config.mk
export PLATFORM = sky130hd
export DESIGN_NAME = IDEX
export DESIGN_NICKNAME = IDEX
export VERILOG_FILES = /design/flow/design.v
export SDC_FILE = /design/flow/constraint.sdc
export NUM_CORES = 4
export LEC_CHECK = 1
export CORE_AREA = 10 10 153 153
export DIE_AREA = 0 0 163 163
$ cat constraint.sdc
current_design IDEX

set clk_period 1.0
set clk_io_pct 0.2

create_clock -name clk0 -period $clk_period [get_ports {clk}]

set non_clock_inputs [all_inputs -no_clocks]
set_input_delay [expr $clk_period * $clk_io_pct] -clock clk0 $non_clock_inputs
set_output_delay [expr $clk_period * $clk_io_pct] -clock clk0 [all_outputs]
==> impl_metrics.ini <==
; yosys + openroad results
[run_status]
status = finished, violations left
violations = negative setup slack

[timing]
finalClockPeriodUsage_pct = 103
setup_tns_ns = -0.594
period_needed_ns = 1.03
hold_viol_final = 0
max-slew-margin-rel_pct = 88.3
drv_slew = 0
finalSetupViolations = 66
worst_slew_pin_slew_ns = 0.175
setup_ws_ns = -0.0291
hold_ws_ns = 0.228
fmax_ghz = 0.972
rsz0062_at_grt = true

[pwr]
peakVddDrop_mv = 1.00
p_comb_share_pct = 6.5
pwr-share-seq_pct = 47.9
power_density_mw_per_mm2 = 2130
p_sw_share_pct = 19.9
p_sw_uw = 2380
power_frac_clock_pct = 45.6
intPower_uw = 9600
power.leakage_uw = 0.00245

[detailed_routing]
routedWlPerCell_um = 15.1
dr_total_vias = 2096
vias_per_cell = 2.96
drtIter0Drc = 41
drc_errors = 0
antenna_left = 0
wl_um = 10700
dr.pass1.iters = 3
antenna-diode-count = 0

[floorplan]
core_area_mm2 = 0.0202
ios = 273
rows = 52
initial_utilization_pct = 13.4
chipArea_mm2 = 0.0266
die_height_um = 163
dieWidth_um = 163

[worst_setup_path]
cp-end-kind = primary output
path_buffers = 1
critPathLaunchType = flop
path_cells = buf_2
crit_type = reg2out
cp_slowest_cell = dfxtp_2
crit_arrival_ns = 0.83
path_max_fanout = 2
cp.required_ns = 0.80
slowest_delay_ns = 0.32
path_delay_family = flip-flops

[yosys]
ys_ff = 135
ys_warn_count = 1
netlist_instances = 136
syn_area_mm2 = 0.00271
yosys.stat.seqShare_pct = 99.7
synth_cell_type_count = 2
syn_avg_cell_area_um2 = 19.9
yosys-stat-area_mm2 = 0.00271
yosysCellCount = 136

[final_layout]
final_cell_mix = clkdlybuf4s50_1, buf_2, dfxtp_1
drive_gt1_share_pct = 42.7
num-multi-input-gates = 0
final_common_cell = clkdlybuf4s50_1
fillers = 2086
register_area_mm2 = 0.00273
logic_area_um2 = 0
area_growth_pct = 108
utilization_pct = 27.9
fin_area_mm2 = 0.00564

[global_route]
grt_pass1_wl_um = 15000
gr-total-overflow = 0
antenna_found_initial = 0
grt_pass1_vias = 2382
grt_use_total_pct = 7.53
grt_max_degree = 17

[run]
warnings = 28
cap_violations = 0

[placement]
gp_congestion = 0.774
io_buffer_count = 271
pre_cts_ws_ns = -0.0281
dpl.hpwl_um = 8990
place_area_mm2 = 0.00575

[clock_network]
clk_pin_slew_ns = 0.06
cts_hold_buf = 0
numCtsBuffers = 17
clockBufferDepth = 2
htreeDepth = 4
postCtsSetupBuffers = 0
clkSinkCount = 135
clock-root-buffer = clkbuf_16
cts_tree = done
cts_resized = 449

[worst_hold_path]
holdCritPathClass = in2reg
==> path summary, 6_finish.rpt <==
check | start | endpoint | cells past startpoint
worst min-delay path | data2In[1] | data2Out[1] | 1
worst max-delay path | JumpOut | JumpOut | 1
==> per-stage QoR <==
step / power (uW) / cells
finish: 12000 / 708
floorplan: 5780 / 136
detailed placement: 6930 / 676
global placement: 6930 / 676
CTS: 12200 / 708
global route: 12600 / 708
==> registers in the layout, summed over array words and instances (netlist names), 2 cells and up <==
name and count:
data2Out 32, writeReg2Out 5, ALUOpOut 2, sign10Out 10
sign32Out 32, addressOut 10, data1Out 32, writeReg1Out 5
==> power groups by stage <==
stage	combinational [uW]	clock, uW	sequential (uW)
4_1_cts	802	5680	5740
5_1_grt	847	5960	5770
6_report	775	5460	5740
==> Yosys cell counts <==
cell type	count	area [um^2]
dfxtp_1	135	2700
buf_4	1	7.51
==> layer usage <==
layer | track usage (%) | share of wire (%) | vias up
met3 | 5.95 | 16 | 5
met1 | 8.65 | 39 | 919
met2 | 11.2 | 44 | 171
li1 | - | - | 1001
met4 | 0.861 | 0.77 | 0
met5 | 0 | 0 | -
==> logic make-up (layout without fill, tap and decap cells) <==
logic type	after synthesis	count (layout)	share of synthesized area [%]
buf+inv	1	303	0.277
flops	135	135	99.7
==> layout make-up <==
class / instances / share of cell area, %
clock buffers: 24 / 8.37
clock inverters: 8 / 0.888
well taps: 270 / 5.99
repair buffers: 271 / 36.3
flip-flops and latches: 135 / 48.5
No activity file was given, so power comes from the tool's default toggle rates.
