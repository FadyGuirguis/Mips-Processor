### config.mk
export PLATFORM = sky130hd
export DESIGN_NAME = registers
export DESIGN_NICKNAME = registers
export VERILOG_FILES = /design/flow/design.v
export SDC_FILE = /design/flow/constraint.sdc
export NUM_CORES = 4
export LEC_CHECK = 1
export CORE_UTILIZATION = 30
### constraint.sdc
current_design registers

set clk_period 7.3
set clk_io_pct 0.2

create_clock -name clk0 -period $clk_period

set non_clock_inputs [all_inputs -no_clocks]
set_input_delay [expr $clk_period * $clk_io_pct] -clock clk0 $non_clock_inputs
set_output_delay [expr $clk_period * $clk_io_pct] -clock clk0 [all_outputs]
### design.v
module registers(readData1, readData2, readRegister1, readRegister2, writeRegister, writeData, regWrite);
output [31:0] readData1, readData2;
input [4:0] readRegister1, readRegister2, writeRegister;
input [31:0] writeData;
input regWrite;
reg[31:0] arr [31:0];
integer i;
initial
begin
	for(i = 0; i < 32; i = i + 1)
	begin
		arr[i] = 0;
	end
	arr[1] = 0;
	arr[2] = 1;
	arr[3] = 1;
	arr[4] = 1;
end
assign readData1 = arr[readRegister1];
assign readData2 = arr[readRegister2];
always @ (regWrite, writeData)
begin
	if(regWrite)
		arr[writeRegister] = writeData;
	else
		arr[writeRegister] = arr[writeRegister];
end
endmodule
### run.sh
#!/bin/bash
# OpenROAD 26Q1-2900-gdf79404cd8, Yosys 0.63+post, stock flow scripts
make -C /OpenROAD-flow-scripts/flow DESIGN_CONFIG=/design/flow/config.mk WORK_HOME=/design/flow/orfs finish
==> run summary <==
Compound Share, Synth: 34.48%
CP max-delay cell: a22oi_1
Area Overhead vs Synth: 15.40%
Yosys top cell by area: dlxtn_1
status: finished with violations
Switch Pwr: 2.289 mW
violated checks: negative setup slack
Synth top area share: 43.38%
GRT Residual Overflow: 0
largest net degree at the start of global routing: 40
Pre-Place Util: 30.43%
Vias/cell: 8.318
routed via count: 49270
core area: 116700 um2
Yosys Chip Area: 35500 um2
die width: 346.0 um
main area contributors: dlxtn_1, a22oi_1, nand2_1, nand4_1, buf_2
post-synth cell types: 77
top comb family, area: AND-OR/OR-AND gates
Synth Instances: 4200
endpoints left unconstrained: 1024
first-pass GRT wire length: 445.2 mm
flip-flops with a built-in enable: 0
Post-synth top flop: dlxtn_1
initial antenna violation count: 54
post_cts resized: 0
yosys adder share: 0%
fin crit period: 7446 ps
worst hold path class: in2out
DRT Pass-1 Iters: 12
Non-Filler Instances: 5924
Final Max Tran Viols: 0
count of unclocked register or latch pins: 1024
Critical Path RT: 5840 ps
Fin. Hold Viols: 0
fmax: 134.3 MHz
Worst Path Arrival: 5990 ps
IO Pins: 112
Area after DPL: 40780 um2
Max IR drop VDD: 0.05810 mV
worst path cell trace: clkdlybuf4s50_1 -> nand2_1 -> buf_4 -> nor2_4 -> buf_4 -> a22oi_1 -> o21ai_1 -> nor4_1 -> a21oi_1 -> clkdlybuf4s50_1
cell leakage power: 16.77 nW
DR iter-0 viols: 9018
syn avg cell area: 8.452 um2
CTS hold repair buffers: 0
mux share of post-synthesis cell area: 2.386%
Max FO, Critical Path: 13
XOR Share, Synth: 0%
GRT Total Usage: 57.56%
final wirelength: 346.0 mm
Pwr Density: 98.64 nW/um2
period utilization: 102.0%
Slew @ Worst Pin: 1324 ps
Chip Area: 119700 um2
async set-or-reset flop fraction in the synthesized netlist: 0%
critical path type: in2out
Remaining DRCs: 0
total number of yosys warnings: 65
switch share: 56.64%
tool warning count: 32
Crit path largest cell delay: 830 ps
hpwl dp: 221.2 mm
CP endpoint kind: primary output
Post-CTS Setup Repair Bufs: 0
fraction of layout cells with a size suffix above 1: 13.45%
simple share: 14.97%
Finished Cell Area: 40970 um2
std cell rows: 125
IO buf count: 112
max reg flops: 1024
Placed Cells: 5851
GPL Wtd Cong: 1.162
Mapped Area: 35500 um2
worst rel slew slack: 11.51%
DR WL/cell: 58.41 um
Die Height: 346.0 um
Final setup viols: 1
vias in the first global route: 45600
max-cap violation count: 0
post-route ant nets: 0
DP Worst Slack: 69.45 ps
Synth top cell by count: a22oi_1
final setup margin: -146.3 ps
cells in synth_stat.txt: 4200
top post-synthesis cells by count: a22oi_1, dlxtn_1, nand2_1
Synth Register Bits: 1024
Int Power: 1.752 mW
Startpoint Class: input pin
==> layout make-up <==
class                   count  area, um2
well taps                1524       1907
fillers                 12050      75710
multi-input cells        2814      19210
diodes                     73      182.7
inverters                  12      45.04
flip-flops and latches   1024      15370
repair buffers            477       4249
==> metrics by stage <==
stage	TNS, ps	hold slack [ps]	total power [mW]	util (%)
final	-146.3	4210	4.041	35.11
after global routing	-10.96	4180	4.058	35.00
after CTS	0	4170	3.805	34.95
after global placement	-31.44	4222	3.873	34.95
after floorplan	0	3310	2.425	-
after detailed placement	0	4161	3.784	34.95
==> per-layer routing <==
metal | track usage (%) | vias to the layer above | wire length (um)
li1 | - | 16830 | -
met1 | 63.48 | 23340 | 115400
met2 | 70.04 | 6534 | 123700
met3 | 47.15 | 2509 | 68540
met4 | 43.95 | 59 | 36910
met5 | 8.563 | - | 1445
==> layout by cell type (no fill, tap or decap), drive strengths merged, types with 14 or more instances in the layout <==
master         synthesis  final
nor3                 101    101
a22o                  55     55
dlxtn               1024   1024
nand2                366    366
clkdlybuf4s50          0     99
a32oi                 34     34
a222oi                34     34
nand3b                14     14
nor2                 223    223
o32a                  17     17
a22oi               1167   1167
a221oi                25     25
nand3                 72     72
o21ai                 32     32
mux2                  25     25
nor2b                 20     20
a21oi                144    144
buf                  216    378
a31oi                 24     24
nand2b                20     20
nor4                  46     46
diode                  0     73
o22ai                 39     39
nand4                151    151
mux2i                 52     52
==> critical path, delay by kind of cell <==
family	cells	cell delay [ps]
buffers and inverters	4	1690
and+or+nand+nor	3	1150
AOI/OAI and AO/OA	3	1640
==> path summary, 6_finish.rpt <==
| kind | from | endpoint | slack [ps] | cells after the start |
|---|---|---|---|---|
| max | readRegister2[0] | readData2[17] | -150 | 10 |
| min | readRegister2[3] | readData2[1] | 4210 | 5 |
==> logic make-up (layout without fill, tap and decap cells) <==
logic type / count (synthesis) / in the layout
compound gates: 1652 / 1652
buf+inv: 362 / 489
latches: 1024 / 1024
mux: 79 / 79
other cells: 0 / 73
simple gates: 1083 / 1083
Power is estimated from default activity; no workload was simulated.
